<file path="run.sh">
#!/bin/bash
# OpenROAD 26Q1-2900-gdf79404cd8, Yosys 0.63+post, stock flow scripts
make -C /OpenROAD-flow-scripts/flow DESIGN_CONFIG=/design/flow/config.mk WORK_HOME=/design/flow/orfs finish
</file>
<file path="config.mk">
export PLATFORM = sky130hd
export DESIGN_NAME = computer
export DESIGN_NICKNAME = computer
export VERILOG_FILES = /design/flow/design.v
export SDC_FILE = /design/flow/constraint.sdc
export NUM_CORES = 4
export LEC_CHECK = 1
export CORE_AREA = 10 10 90 90
export DIE_AREA = 0 0 100 100
</file>
<file path="constraint.sdc">
current_design computer

set clk_period 1.4
set clk_io_pct 0.2

create_clock -name clk0 -period $clk_period [get_ports {clk}]

set non_clock_inputs [all_inputs -no_clocks]
set_input_delay [expr $clk_period * $clk_io_pct] -clock clk0 $non_clock_inputs
set_output_delay [expr $clk_period * $clk_io_pct] -clock clk0 [all_outputs]
</file>
<file path="design.v">
module ControlUnit
    (
    input wire clk,
    input wire [15 : 0] instruction,
    input wire RAM_ready,
    output reg write_reg,
    output reg [3 : 0] reg_addr,
    output reg write_op1,
    output reg write_op2,
    output reg [2 : 0] alu_act,
    output reg save_alu_res,
    output reg [1 : 0] in_data,
    output reg counter_en,
    output wire rst
    );
localparam reset                = 0;
localparam inc_mem              = 1;
localparam get_instr            = 2;
localparam set_reg1_alu         = 3;
localparam load_reg1_alu        = 4;
localparam set_reg2_alu         = 5;
localparam load_reg2_alu        = 6;
localparam save_res_alu         = 7;
localparam push_into_reg_alu    = 8;
localparam inc_mem_ldnext       = 9;
localparam wait_mem_ldnext      = 10;
localparam load_inf_mem_ldnext  = 11;
reg [4 : 0] state = 0;
reg [15 : 0] save_instruction = 0;
assign rst = state == reset;
always@ (posedge clk)
    begin
    if (state == reset)
        state <= get_instr;
    else if (state == inc_mem)
        state <= get_instr;
    else if (state == get_instr && RAM_ready)
        begin
        if (instruction[15 : 12] == 4'h1)
            state <= set_reg1_alu;
        if (instruction[15 : 12] == 4'h2)
            state <= inc_mem_ldnext;
        save_instruction <= instruction;
        end
    else if (state == set_reg1_alu)
        begin
        state <= load_reg1_alu;
        end
    else if (state == load_reg1_alu)
        begin
        state <= set_reg2_alu;
        end
    else if (state == set_reg2_alu)
        begin
        state <= load_reg2_alu;
        end
    else if (state == load_reg2_alu)
        begin
        state <= save_res_alu;
        end
    else if (state == save_res_alu)
        begin
        state <= push_into_reg_alu;
        end
    else if (state == push_into_reg_alu)
        begin
        state <= get_instr;
        end
    else if (state == inc_mem_ldnext)
        begin
        state <= wait_mem_ldnext;
        end
    else if (state == wait_mem_ldnext && RAM_ready)
        begin
        state <= load_inf_mem_ldnext;
        end
    else if (state == load_inf_mem_ldnext)
        begin
        state <= get_instr;
        end
    else
        begin
        state <= reset;
        end
    end
always@(*)
    begin
    case(state)
    reset: 
        begin
        write_reg    = 0;
        reg_addr     = 0;
        write_op1    = 0;
        write_op2    = 0;
        alu_act      = 0;
        save_alu_res = 0;
        in_data      = 0;
        counter_en   = 0;
        end 
    inc_mem:
        begin
        write_reg    = 0;
        reg_addr     = 0;
        write_op1    = 0;
        write_op2    = 0;
        alu_act      = 0;
        save_alu_res = 0;
        in_data      = 0;
        counter_en   = 1;
        end
    get_instr:
        begin
        write_reg    = 0;
        reg_addr     = 0;
        write_op1    = 0;
        write_op2    = 0;
        alu_act      = 0;
        save_alu_res = 0;
        in_data      = 0;
        counter_en   = 0;
        end
    set_reg1_alu:
        begin
        write_reg    = 0;
        reg_addr     = save_instruction [11 : 8];
        write_op1    = 0;
        write_op2    = 0;
        alu_act      = 0;
        save_alu_res = 0;
        in_data      = 0;
        counter_en   = 0;
        end
    load_reg1_alu:
        begin
        write_reg    = 0;
        reg_addr     = save_instruction [11 : 8];
        write_op1    = 1;
        write_op2    = 0;
        alu_act      = 0;
        save_alu_res = 0;
        in_data      = 0;
        counter_en   = 0;
        end
    set_reg2_alu:
        begin
        write_reg    = 0;
        reg_addr     = save_instruction [7 : 4];
        write_op1    = 0;
        write_op2    = 0;
        alu_act      = 0;
        save_alu_res = 0;
        in_data      = 0;
        counter_en   = 0;
        end
    load_reg2_alu:
        begin
        write_reg    = 0;
        reg_addr     = save_instruction [7 : 4];
        write_op1    = 0;
        write_op2    = 1;
        alu_act      = save_instruction [3 : 1];
        save_alu_res = 0;
        in_data      = 0;
        counter_en   = 0;
        end
    save_res_alu:
        begin
        write_reg    = 0;
        reg_addr     = save_instruction [11 : 8];;
        write_op1    = 0;
        write_op2    = 0;
        alu_act      = 0;
        save_alu_res = 1;
        in_data      = 0;
        counter_en   = 0;
        end
    push_into_reg_alu:
        begin
        write_reg    = 1;
        reg_addr     = save_instruction [11 : 8];
        write_op1    = 0;
        write_op2    = 0;
        alu_act      = 0;
        save_alu_res = 0;
        in_data      = 1;
        counter_en   = 1;
        end
    inc_mem_ldnext:
        begin
        write_reg    = 0;
        reg_addr     = 0;
        write_op1    = 0;
        write_op2    = 0;
        alu_act      = 0;
        save_alu_res = 0;
        in_data      = 0;
        counter_en   = 1;
        end
    wait_mem_ldnext:
        begin
        write_reg    = 0;
        reg_addr     = save_instruction [11 : 8];
        write_op1    = 0;
        write_op2    = 0;
        alu_act      = 0;
        save_alu_res = 0;
        in_data      = 0;
        counter_en   = 0;
        end
    load_inf_mem_ldnext:
        begin
        write_reg    = 1;
        reg_addr     = save_instruction [11 : 8];
        write_op1    = 0;
        write_op2    = 0;
        alu_act      = 0;
        save_alu_res = 0;
        in_data      = 0;
        counter_en   = 1;
        end
    endcase
    end
endmodule
module alu
    #(
    parameter width = 16
    )
    (
    input wire [width - 1 : 0] op1,
    input wire [width - 1 : 0] op2,
    input wire [        2 : 0] act,
    output reg [width     : 0] res
    );
localparam ADD = 0;
localparam SUB = 1;
localparam AND = 2;
localparam OR  = 3;
localparam XOR = 4;
localparam SHL = 5;
localparam SHR = 6;
localparam NOT = 7;
always@ (*)
    begin
    case (act)
    ADD: res = op1 + op2;
    SUB: res = op1 - op2;
    AND: res = op1 & op2;
    OR:  res = op1 | op2;
    XOR: res = op1 ^ op2;
    SHL: res = op1 << op2;
    SHR: res = op1 >> op2;
    NOT: res = ~op1;
    endcase
    end
endmodule
module computer
    (
    input wire clk,
    output wire mem_error,
    output wire cpu_reset
    );
wire [15 : 0] data;
wire [15 : 0] addr;
wire RAM_ready;
cpu proc1 (.clk(clk), .data(data), .RAM_ready(RAM_ready), .addr(addr), .CU_rst(cpu_reset));
memory_controller   #(16, 16, 5) mc (.clk(clk), .addr(addr), .memory_ready(RAM_ready), .error(mem_error)); 
wire [15 : 0] ROM [4 : 0];
assign ROM[0] = 16'h2000;  
assign ROM[1] = 16'hFF00;  
assign ROM[2] = 16'h2100;  
assign ROM[3] = 16'h00FF;  
assign ROM[4] = 16'h1010;  
assign data = ROM[addr];    
endmodule
module counter
    #(
    parameter width  = 16,               
    parameter maxval = 1 << width - 1    
    )
    (
    input  wire clk,                     
    input  wire rst,                     
    input  wire en,                      
    input  wire we,                      
    input  wire [width - 1 : 0] data,    
    output wire [width - 1 : 0] value,   
    output reg  overflow = 0             
    );
reg [width - 1 : 0] mem = 0;
assign value = mem;
always@ (posedge clk)
    begin
    if (rst)
        mem <= 0;
    else if (we)
        mem <= data;
    else if (mem >= maxval)
        begin
        mem <= 0;
        overflow <= 1;
        end
    else if (en)
        mem <= mem + 1;    
    if (overflow)
        overflow <= 0;
    end
endmodule
module cpu
    (
    input  wire clk,
    input  wire [15 : 0] data,
    input  wire RAM_ready,
    output wire [15 : 0] addr,
    output wire CU_rst
    );
wire write_reg;
wire [3 : 0] reg_addr;
wire [15 : 0] din;
wire [15 : 0] reg_out;
wire [15 : 0] op1_value;
wire [15 : 0] op2_value;
wire [16 : 0] alu_res;
wire [15 : 0] alu_saved;
wire write_op1;
wire write_op2;
wire [2 : 0] alu_act;
wire save_alu_res;
wire [1 : 0] in_data;
wire counter_en;
reg_file regs (.clk(clk), .we(write_reg), .data(din), .addr (reg_addr), .value(reg_out));
register op1 (.clk(clk), .we(write_op1), .data(reg_out), .value(op1_value));
register op2 (.clk(clk), .we(write_op2), .data(reg_out), .value(op2_value));
alu main (.op1(op1_value), .op2(op2_value), .act(alu_act), .res(alu_res));
register save_alu (.clk(clk), .we(save_alu_res), .data(alu_res[15 : 0]), .value(alu_saved));
mux2 data_in (.addr(in_data), .input0(data), .input1(alu_saved), .input2(op1_value), .input3(16'b0), 
              .out(din));
counter #(16, 50) addr_cnt (.clk(clk), .rst(0), .en(counter_en), .we(0), .data(0), .value(addr));
ControlUnit cu (.clk(clk), .instruction(din), .RAM_ready(RAM_ready), .write_reg(write_reg), 
                .reg_addr(reg_addr), .write_op1(write_op1), .write_op2(write_op2), 
                .alu_act(alu_act), .save_alu_res(save_alu_res), .in_data(in_data), 
                .counter_en(counter_en), .rst(CU_rst));
endmodule
module memory_controller    
    #(
    parameter width       = 16,
    parameter addr_width  = 4,
    parameter mem_depth   = 1 << addr_width
    )
    (
    input wire clk,
    input wire [addr_width - 1 : 0] addr,
    output reg memory_ready,
    output reg error
    );
reg [width - 1 : 0] old_addr = 0;
reg wait_mem = 0;
always@ (posedge clk)
    begin
    if (old_addr != addr)
        begin
        wait_mem <= 0;
        memory_ready <= 0;
        end
    if (wait_mem == 0)
        begin
        wait_mem <= 1;
        memory_ready <= 1;
        end
    if (addr > mem_depth - 1)
        error <= 1;
    else
        error <= 0;
    end
initial 
    begin
    error = 0;
    memory_ready = 0;
    end
endmodule
module mux1
    #(
    parameter  width = 16
    )
    (
    input  wire addr,
    input  wire [width - 1 : 0] input0,
    input  wire [width - 1 : 0] input1,
    output wire [width - 1 : 0] out
    );
assign out = (addr)? input1 : input0;
endmodule
module mux2
    #(
    parameter  width = 16
    )
    (
    input  wire [1 : 0] addr,
    input  wire [width - 1 : 0] input0,
    input  wire [width - 1 : 0] input1,
    input  wire [width - 1 : 0] input2,
    input  wire [width - 1 : 0] input3,
    output wire [width - 1 : 0] out
    );
wire [width - 1 : 0] m1o;
wire [width - 1 : 0] m2o;
mux1 #(width) m1 (addr[0], input0, input1, m1o);
mux1 #(width) m2 (addr[0], input2, input3, m2o);
mux1 #(width) m3 (addr[1], m1o, m2o, out);
endmodule
module reg_file
    #(
    parameter width       = 16,
    parameter addr_width  = 4,
    parameter mem_depth   = 1 << addr_width 
    )
    (
    input wire clk,
    input wire we,
    input wire [width - 1 : 0] data,
    input wire [addr_width - 1 : 0] addr,
    output wire [width - 1 : 0] value
    );
reg [width - 1 : 0] mem [mem_depth - 1 : 0];
assign value = mem[addr];
always@ (posedge clk)
    begin
    #0.1;
    if (we)
        mem[addr] <= data;
    end
integer i;
initial 
    begin
    for (i = 0; i < mem_depth; i = i + 1)
        begin
        mem[i] = 0;
        end
    end
endmodule
module register
    #(
    parameter width = 16
    )
    (
    input  wire clk,
    input  wire we,
    input  wire rst,
    input  wire [15 : 0] data,
    output wire [15 : 0] value
    );
reg [15 : 0] mem = 0;
assign value = mem;
always@ (posedge clk)
    begin
    if (rst)
        mem <= 0;
    else if (we)
        mem <= data;
    end
endmodule
</file>
==> run notes <==
yosys + openroad results -> outcome complete, but fails checks, failing checks negative setup slack, Die X-Extent 100 um, RSZ-0062 raised after global routing yes, Fin Clk Skew ~1.9 ps, grt ovf 0, MI comb area 529 um^2, max_cap viols 0, Period minus WS final around 1500 ps, EDFF count, synth 0, tool warnings 30, first-pass GRT wire length around 2400 um, CTS Root Buffer Type clkbuf_8, Layout area overhead 39.1%, Max Slew Vio Count 0, pre-CTS WS -90.6 ps, HPWL Detailed 1060 um, initial core utilization between 15 and 20%, number of core rows 29, final worst path period share 107%, post-synth top area cell dfxtp_1, Clock Tree Buf Depth 2, syn avg cell area ~10 um^2, clock-pin slew on the worst setup and hold paths approximately 80 ps, FF/Latch Area about 490 um^2, core area around 6300 um^2, Crit-path slowest cell or4_4, Top-area cell share between 40% and 50%, Util after Layout approximately a fifth, number of global-route vias before repair approximately 560, WL/cell slightly above 8 um, endpoint class of the critical path flip-flop, routability-driven placement congestion ratio around 0.77, FMAX around 0.67 GHz, critical path cell sequence or4_4 > nor4_4 > nand2_4 > nor2_1, worst hold margin approximately 470 ps, Final Hold Viols 0, Critical Path RT 1600 ps, post-synth cell types 33, ys flops 25, critical path arrival around 1700 ps, first-pass detailed-route iteration total 4, post-route ant nets 0, CTS Buf Count 3, Setup crit start kind flip-flop, # H-tree levels 1, Top cells by area dfxtp_1 48%, ha_1 5.3%, xor2_1 3.7%, detailed-route wire length 1590 um, diodes inserted 0, residual DRC count 0, critical path class reg -> reg, via count between 600 and 700, clk latency late pin approximately 260 ps, Peak VDD IR roughly 0.65 mV, # fillers roughly 650, Crit Path Max Fanout 6, final setup margin -95.5 ps, initial antenna violation count 0, hold-fix buffers at CTS 0, endpoints left unconstrained 2, Critical Path Max Stage Delay between 500 and 600 ps, gr usage total 2.80%, HP Class reg -> reg, most used flip-flop cell after synthesis dfxtp_1, # Cells Yosys roughly 94, First DRT Iteration DRCs 15, LEAKAGE ~0.51 nW, height of the die approximately 100 um, largest net degree at the start of global routing 15, YS chip area 950 um^2, share of cells above drive strength 1 between 20% and 30%, PortBufs 2, Mapped Cells ~94, TritonCTS clock tree yes, die footprint 10000 um^2, endpoints failing setup 10, Syn Std Cell Area 950 um^2, Pwr per Cell Area 1240 nW/um^2, Warnings, synthesis 13, num ports 3, register pins left without a clock 2, Post-synth ARST share 0%, vias per cell between 3 and 4
[state kept, by name, indices dropped and copies added, names as in the netlist]
register and flops:
mc.wait_mem 1, proc1.cu.in_data 1, proc1.addr_cnt.mem 16, mc.error 1
mc.memory_ready 1, proc1.cu.state 4, proc1.cu.counter_en 1
[logic make-up (layout without fill, tap and decap cells)]
| logic type | Yosys count | count (layout) | share of synthesized area [%] |
|---|---|---|---|
| AOI/OAI and AO/OA | 15 | 15 | 11.2 |
| xor gates and xnor gates | 6 | 6 | 5.53 |
| adders and majority gates | 4 | 4 | 5.27 |
| buffers and inverters | 9 | 26 | 3.56 |
| DFF | 23 | 23 | 48.5 |
| latches | 2 | 2 | 3.16 |
| muxes | 1 | 1 | 1.05 |
| other | 1 | 10 | 0.395 |
| and+or+nand+nor | 33 | 33 | 21.3 |
[cells in the final DEF (no fill, tap or decap), types with 2 or more instances in the layout]
master / Yosys / final
nor2_1: 9 / 9
dlxtn_1: 2 / 2
nor2b_1: 4 / 3
dfxtp_1: 23 / 21
a21oi_1: 4 / 4
conb_1: 1 / 10
xor2_1: 4 / 4
nor4_1: 3 / 3
buf_6: 0 / 2
inv_1: 6 / 4
inv_2: 0 / 2
nand3_1: 2 / 2
o21ai_0: 2 / 2
nand2_1: 3 / 3
dfxtp_2: 0 / 2
nand4_1: 3 / 3
o311ai_1: 2 / 2
clkbuf_8: 0 / 3
ha_4: 0 / 3
buf_4: 0 / 12
xnor2_1: 2 / 2
[where the power goes]
part / internal [mW] / leakage [nW] / switching [mW]
Clock: 0.201 / 0.0217 / 0.209
Combinational: 0.220 / 0.278 / 0.229
Sequential: 0.738 / 0.208 / 0.0442
Total: 1.16 / 0.507 / 0.483
[metal layers]
layer	global-route usage (%)	part of all wire [%]	vias up
met1	3.97	55	310
met3	0.694	2.5	2
met5	0	0	-
li1	-	-	372
met2	4.08	40	8
met4	0.870	2.1	0
[per-stage QoR]
step / cells / total power, mW / TNS [ps] / instance area (um^2)
3_5_place_dp: 190 / 1.24 / -543 / 1180
4_1_cts: 194 / 1.64 / -613 / 1240
3_3_place_gp: 190 / 1.24 / -339 / 1180
2_1_floorplan: 103 / 1.07 / 0 / 993
5_1_grt: 197 / 1.74 / -1260 / 1320
6_report: 197 / 1.64 / -609 / 1320
[final timing paths]
kind | depth (start not counted) | slack (ps) | end | startpoint
worst max-delay path | 4 | -100 | proc1.addr_cnt.mem[2] | proc1.addr_cnt.mem[11]
worst min-delay path | 2 | 470 | mc.memory_ready | mc.wait_mem
worst max register to register | 4 | -100 | proc1.addr_cnt.mem[2] | proc1.addr_cnt.mem[11]
worst min register to register | 2 | 470 | mc.memory_ready | mc.wait_mem
[worst max-delay path, delay by kind of cell, from the launching register on]
| kind | cells | cell delay [ps] |
|---|---|---|
| simple gates | 4 | 1130 |
| flops | 1 | 300 |
[area by class of cell]
type                    count  share of cell area, %
multi-input cells          69                   40.1
inverters                   6                   1.70
clock buffers               3                   3.12
well taps                  77                   7.29
repair buffers             16                   9.94
clock inverters             1                  0.568
flip-flops and latches     25                   37.3
[repair_timing]
action | 4_1_cts | 5_1_grt
setup endpoints to repair | 11 | 12
setup buffers | 0 | 3
pin swaps | 6 | 7
resized | 3 | 12
[cell usage after synthesis (all sizes together) (2+ instances only)]
master,count
dfxtp,23
nor2,9
inv,6
a21oi,4
ha,4
nand2,4
nor2b,4
nor4,4
xor2,4
clkbuf,3
nand4,3
dlxtn,2
nand3,2
o21ai,2
o311ai,2
o31ai,2
or4,2
xnor2,2
Power is estimated from default activity; no workload was simulated.
